<file path="design/flow/design.v">
module ALU(in1, in2, func, EQ, outVal);
  input [15:0] in1, in2;
  input func;
  output EQ;
  output [15:0] outVal;
  assign EQ = (in1 == in2);
  assign outVal = func ? ~(in1 | in2) : (in1 + in2);
endmodule
</file>
<file path="design/flow/run.sh">
#!/bin/bash
# OpenROAD 26Q1-2900-gdf79404cd8, Yosys 0.63+post, stock flow scripts
make -C /OpenROAD-flow-scripts/flow DESIGN_CONFIG=/design/flow/config.mk WORK_HOME=/design/flow/orfs finish
</file>
<file path="design/flow/config.mk">
export PLATFORM = sky130hd
export DESIGN_NAME = ALU
export DESIGN_NICKNAME = ALU
export VERILOG_FILES = /design/flow/design.v
export SDC_FILE = /design/flow/constraint.sdc
export NUM_CORES = 4
export LEC_CHECK = 1
export CORE_AREA = 10 10 91 91
export DIE_AREA = 0 0 101 101
</file>
<file path="design/flow/constraint.sdc">
current_design ALU

set clk_period 7.5
set clk_io_pct 0.2

create_clock -name clk0 -period $clk_period

set non_clock_inputs [all_inputs -no_clocks]
set_input_delay [expr $clk_period * $clk_io_pct] -clock clk0 $non_clock_inputs
set_output_delay [expr $clk_period * $clk_io_pct] -clock clk0 [all_outputs]
</file>
==> reports/metrics.cfg <==
[sta]
rsz0062_at_grt = false
finalSetupViolations = 0
min_period_ns = 5.50
period_used_pct = 73.3
finalHoldViolCount = 0
finalSetupTns_ns = 0
max_slew_margin_pct = 74.6
slew_viol_final = 0
fmax_mhz = 182
worstMarginPinSlew_ns = 0.371

[power]
power_density_nw_per_um2 = 66.5
ir_worst_vdd_mv = 0.0301
power_leakage_nw = 0.910

[setup_path]
cp_max_fo = 6
critPathLaunchType = input pin
crit_type = input pin to primary output
end_kind = primary output
cp.arrival_ns = 4.00
cp.required_ns = 6.00

[placed_design]
gp_congestion = 0.843
dp_hpwl_mm = 3.48
place_area_um2 = 1900
port_buffers = 50

[final_layout]
clockBufferCount = 0
layout_top_cell = clkdlybuf4s50_1
areaGrowthSynthToFinish_pct = 43.8
flop_area_um2 = 0
post-route-util_pct = 29.9
drive_gt1_share_pct = 2.51
most-common-layout-cells = clkdlybuf4s50_1 (50), inv_1 (39), ha_1 (31)
fillers = 678
ff_count = 0
design_area_um2 = 1900

[synthesis]
yosys_warnings = 0
avgSynthCellArea_um2 = 6.81
synth_cell_type_count = 43
ys_seq_share_pct = 0
yosys-stat-area_um2 = 1320
syn_inst = 194
synth_area_um2 = 1320
ys_cells = 194

[hold_path]
holdCritStartpoint = in2[12]
whs_endpoint = outVal[12]
hold_depth = 6
hp-class = input pin to primary output

[global_route]
grt_start_max_net_pins = 33
overflow = 0
track_usage_pct = 7.80
antenna_found_initial = 0
grt_pass1_vias = 1410
grt_pass1_wl_mm = 6.73

[routing]
drc_errors = 0
antennaDiodeCount = 0
vias = 1396
dr.pass1.iters = 4
via_per_inst = 4.42
routed_wl_mm = 3.92
drt_iter0_markers = 55
wl_per_cell_um = 12.4
antenna_left = 0

[clocking]
postCtsResizedCells = 0
hold_buffers = 0
postCtsSetupBuffers = 0

[job]
log.warning_count = 47
maxCapViolCount = 0

[floorplan]
io_pins = 50
initCoreUtil_pct = 20.8
die_x_um = 101
die_area_um2 = 10200
rows = 29
dieHeight_um = 101
core_um2 = 6350

[run_status]
outcome = finished, final reports clean

cell usage after synthesis (all sizes together) (3+ instances only):
master  count  area share [%]
nor4        5             2.4
ha         31              29
xor2        3             2.0
a211oi      3             1.7
nor2b       3             1.4
inv        39              11
o21ai      17             6.4
nor2        5             1.4
a21oi      14             5.3
a21boi      3             1.7
buf         3             1.0
a21o        4             2.3
o21a        4             2.3
clkbuf      3            0.85
nand2      19             5.4
xnor2       4             2.7
o31ai       4             2.7
metrics by stage:
step	cells	hold WS (ns)	setup slack (ns)	power (mW)
after detailed placement	316	4.20	1.96	0.129
final	316	4.18	2.00	0.126
after floorplan	194	3.17	3.14	0.0683
after CTS	316	4.21	1.96	0.130
after global routing	316	4.25	1.77	0.145
after global placement	316	4.20	1.94	0.129
cell families after synthesis:
family	count (synthesis)	share of synthesized area, %
AOI/OAI and AO/OA	60	30.4
and+or+nand+nor	46	17.9
buffers and inverters	45	13.0
adders and majority gates	32	30.9
xor gates and xnor gates	7	4.64
muxes	4	3.22
how the worst max path moves through the flow:
stage / startpoint / endpoint / slack [ns] / depth (start not counted)
after global routing: in1[4] / outVal[15] / 1.77 / 9
final: in1[1] / outVal[11] / 2.00 / 9
after CTS: in1[1] / outVal[15] / 1.96 / 9
where the power goes:
part           switching (mW)  total [mW]  internal (mW)
combinational          0.0568       0.126         0.0696
sequential                  0           0              0
clock                       0           0              0
total                  0.0568       0.126         0.0696
layer usage:
metal  part of all wire [%]  wire length, um  GRT usage (%)
met1                     47             1830           10.4
met2                     47             1850           13.6
met3                    6.0              237           1.39
met4                      0                0              0
met5                      0                0              0
final cells by class:
cell class	count	area [um2]	share of cell area (%)
repair buffers	51	508	26.7
multi-input cells	149	1150	60.5
well taps	77	96.3	5.07
inverters	39	146	7.70
critical path, cell delays in order:
cell and delay, ns:
clkdlybuf4s50_1 0.54, inv_1 0.06, ha_1 0.31, a21o_1 0.18, and3_1 0.21, o21a_1 0.26
a21o_1 0.23, a221oi_2 0.21, clkdlybuf4s50_1 0.49
Power is estimated from default activity; no workload was simulated.
